$ cat flow/constraint.sdc
current_design spram

set clk_period 98.4
set clk_io_pct 0.2

create_clock -name clk0 -period $clk_period [get_ports {in_clock}]

set non_clock_inputs [all_inputs -no_clocks]
set_input_delay [expr $clk_period * $clk_io_pct] -clock clk0 $non_clock_inputs
set_output_delay [expr $clk_period * $clk_io_pct] -clock clk0 [all_outputs]
$ cat flow/run.sh
#!/bin/bash
# OpenROAD 26Q1-2900-gdf79404cd8, Yosys 0.63+post, stock flow scripts
make -C /OpenROAD-flow-scripts/flow DESIGN_CONFIG=/design/flow/config.mk WORK_HOME=/design/flow/orfs finish
$ cat flow/config.mk
export PLATFORM = sky130hd
export DESIGN_NAME = spram
export DESIGN_NICKNAME = spram
export VERILOG_FILES = /design/flow/design.v
export SDC_FILE = /design/flow/constraint.sdc
export NUM_CORES = 4
export LEC_CHECK = 1
export CORE_UTILIZATION = 50
export SYNTH_MEMORY_MAX_BITS = 65536
$ cat flow/design.v
module spram(
    input wire in_clock,
    input wire in_reset,
    input wire in_write,
    input wire in_enable,
    input wire [9:0] in_address,
    input wire [15:0] in_data,
    output wire [15:0] out_data
);
    reg [15:0] memory [0:1023];
    reg [15:0] out = 0;
    assign out_data = out;
    always @(posedge in_clock) begin
        if (in_reset) begin
            out <= 0;
        end
        else if (in_enable & ~in_write) begin
            out <= memory[in_address];
        end
        else if (in_enable & in_write) begin
            memory[in_address] <= in_data;
        end
    end
endmodule
==> impl_metrics.yaml <==
# generated from flow reports
status:
  outcome: "finished, violations left"
  violations: "antenna rules, capacitance limit, slew limit"
timing:
  worst_pin_slew_ns: 2.02
  rsz0062_at_grt: "no"
  fin_skew_ns: 0.148
  drv_slew: 17
  relSlewSlack_pct: -35.3
  period_needed_ns: 29.08
  fmax_ghz: 0.0344
  period_used_pct: 29.6
  finalHoldViolCount: 0
  setup-tns-final_ns: 0
  setup_viol: 0
clock_network:
  clockBufferDepth: 6
  cts_resized: 0
  cts_buffers: 1720
  cts_tree: "built"
  clock_sinks: 16400
  post_cts_buffers: 0
  root_buffer: "clkbuf_16"
  insertion_delay_ns: 1.38
  htreeDepth: 7
  path_clk_slew_ns: 0.06
  cts-hold-fix-buffers: 0
detailed_routing:
  via_per_inst: 6.36
  drt_first_pass_iters: 8
  wl_per_cell_um: 41.5
  drc_errors: 0
  ant_nets: 1
  routed_wl_mm: 2230
  drt_iter0_drc: 25484
  dr_total_vias: 341919
floorplan:
  die_w_mm: 1.12
  die-area_um2: 1260000
  fp-row-count: 410
  fp_util_pct: 50.2
  core_um2: 1250000
  fp.dieH_mm: 1.12
  io_pins: 46
synth:
  yosys_warnings: 1
  ff_type: "edfxtp_1"
  synthCells: 32626
  ys_seq_share_pct: 78.6
  top_cell_area_share_pct: 78.5
  ys_ff: 16400
  yosysTopAreaCell: "edfxtp_1"
  yosys_area_um2: 626000
  synth_cell_types: 76
  edf_count: 16384
  yosysCellCount: 32626
  syn_area_um2: 626000
  topCellsByArea: "edfxtp_1 79%, mux2i_1 10%, mux4_2 3.5%"
  async_reset_ff_share_pct: 0
  syn_area_per_cell_um2: 19.2
flow_run:
  warnings: 70
  cap_viol_max_count: 3
worst_setup_path:
  worstPathArrival_ns: 30.25
  start_kind: "primary input"
  cp_data_required_time_ns: 99.57
  path_class: "in2reg"
  crit_path_max_fanout: 76
  crit_path_end_kind: "register"
pwr:
  p_leak_uw: 0.241
  power_density_nw_per_um2: 20.5
  ir_drop_mv: 0.0187
  total_power_uw: 14700
grt:
  grt_start_max_net_pins: 132
  grt_pass1_wl_mm: 2980
  grt_usage_pct: 39.8
  overflow: 0
  antenna_found_initial: 241
  grt_pass1_vias: 354653
final_layout:
  final_layout_size_suffix_gt1_share_pct: 19.5
  area_growth_pct: 14.6
  n_fill_cell: 89889
worst_hold_path:
  hp-class: "reg2reg"
placed_design:
  dp.final_hpwl_mm: 1370
  gp_congestion: 1.00
  numPortBuffers: 45
[cell usage in the layout, fill, tap and decap left out, drive strengths merged, types with 44 or more instances in the layout]
cell,Yosys,layout
a211oi,76,76
a21oi,187,187
a221oi,44,44
a22oi,264,264
a31oi,121,121
buf,1513,2674
bufinv,0,162
clkbuf,473,2065
clkinv,1,765
clkinvlp,0,45
diode,0,693
edfxtp,16384,16384
mux2,56,56
mux2i,6261,6261
mux4,963,963
nand2,449,449
nand3,97,97
nand4,45,45
nor2,1418,1418
nor3,134,134
nor4,632,632
o21ai,203,203
o22ai,2906,2906
[power by group]
group / leakage, µW / internal [µW] / switching (µW)
Clock: 0.0263 / 3640 / 2650
Sequential: 0.147 / 7680 / 2.16
Combinational: 0.0677 / 190 / 526
[cells in the mapped netlist, types with 44 or more instances]
| master | instances |
|---|---|
| nor3_1 | 134 |
| mux2i_1 | 6261 |
| o21ai_0 | 203 |
| nand4_1 | 44 |
| a21oi_1 | 187 |
| buf_2 | 1147 |
| a22oi_1 | 264 |
| buf_4 | 142 |
| buf_1 | 191 |
| mux4_2 | 963 |
| edfxtp_1 | 16384 |
| clkbuf_1 | 472 |
| o22ai_1 | 2906 |
| a211oi_1 | 76 |
| mux2_2 | 56 |
| a221oi_1 | 44 |
| a31oi_1 | 121 |
| nor4_1 | 632 |
| nor2_1 | 1418 |
| nand2_1 | 449 |
| nand3_1 | 97 |
[cells by family (layout without fill, tap and decap cells)]
family | count (synthesis) | count (layout) | synth area share (%)
simple gates | 2892 | 2892 | 2.12
compound gates | 4063 | 4063 | 4.17
other cells | 0 | 693 | 0
mux | 7280 | 7280 | 13.6
flops | 16400 | 16400 | 78.6
buf+inv | 1991 | 5762 | 1.55
[through the flow]
stage / cell area, µm² / setup WS [ns] / std cells / hold slack [ns] / util [%]
3_5_place_dp: 662000 / 68.41 / 50018 / 0.521 / 53.1
6_report: 718000 / 69.32 / 53776 / 0.529 / 57.5
4_1_cts: 716000 / 69.77 / 53080 / 0.533 / 57.4
2_1_floorplan: 626000 / 75.21 / 32626 / 0.457 / -
3_3_place_gp: 662000 / 68.46 / 50003 / 0.529 / 53.1
5_1_grt: 717000 / 69.30 / 53606 / 0.606 / 57.5
[worst max-delay path, stage by stage]
cell and delay [ns]:
buf_16 0.29, buf_4 0.67, buf_4 0.60, buf_12 0.45, buf_4 0.68, buf_4 0.60
buf_4 0.70, buf_4 0.72, buf_4 0.69, buf_4 0.77, mux2i_1 0.33, o22ai_1 0.13
nor4_1 0.42, nand2_1 0.37, a22oi_1 1.47, buf_4 0.35, o311ai_1 0.14, buf_4 0.17
nor4_1 0.32, a311oi_1 0.14
[registers in the layout, indices dropped and copies added, names as in the netlist]
name / count
out: 16
memory: 16384
[per-layer routing]
metal	track usage, %	share of wire, %
met5	15.3	0.84
met4	22.1	7.4
met3	38.7	23
met2	50.6	43
met1	41.0	26
[final cells by class]
class,count,area [µm²],share of cell area [%]
timing repair buffer,2695,21200,2.96
sequential,16400,492000,68.6
antenna,693,1730,0.242
inverter,5,41.3,0.00575
tap,16686,20900,2.91
multi-input combinational,14235,128000,17.8
clock inverter,997,8860,1.23
clock buffer,2065,44800,6.25
[path summary, 6_finish.rpt]
kind	startpoint	end	slack, ns	depth (start not counted)
setup reg to reg	memory[1003][13]	out[13]	93.13	8
setup / recovery	in_address[1]	out[15]	69.32	20
hold reg to reg	out[14]	out[14]	0.53	2
hold / removal	out[14]	out[14]	0.53	2
Power is estimated from default activity; no workload was simulated.
