$ cat flow/config.mk
export PLATFORM = sky130hd
export DESIGN_NAME = serializer
export DESIGN_NICKNAME = serializer
export VERILOG_FILES = /design/flow/design.v
export SDC_FILE = /design/flow/constraint.sdc
export NUM_CORES = 4
export LEC_CHECK = 1
export CORE_AREA = 10 10 87 87
export DIE_AREA = 0 0 97 97
$ cat flow/constraint.sdc
current_design serializer

set clk_period 2.9
set clk_io_pct 0.2

create_clock -name clk0 -period $clk_period [get_ports {in_clock}]

set non_clock_inputs [all_inputs -no_clocks]
set_input_delay [expr $clk_period * $clk_io_pct] -clock clk0 $non_clock_inputs
set_output_delay [expr $clk_period * $clk_io_pct] -clock clk0 [all_outputs]
$ cat flow/design.v
module serializer (
    input wire in_clock,
    input wire in_write,
    input wire [7:0] in_data,
    input wire in_enable,
    output wire out_bit
);
    reg [7:0] internal;
    reg [2:0] pointer;
    assign out_bit = internal[pointer];
    always @(posedge in_clock) begin
        if (in_write) begin
            internal <= in_data;
            pointer = 7;
        end
        else if (in_enable) begin  
            if (pointer > 0) begin
                pointer <= pointer - 1;
            end
            else begin  
                internal[pointer] <= 1'bx;
            end
        end
    end
endmodule
$ cat flow/run.sh
#!/bin/bash
# OpenROAD 26Q1-2900-gdf79404cd8, Yosys 0.63+post, stock flow scripts
make -C /OpenROAD-flow-scripts/flow DESIGN_CONFIG=/design/flow/config.mk WORK_HOME=/design/flow/orfs finish
==> run notes <==
Implementation numbers.

- Per the gpl log, the routability congestion estimate is 0.896.
- The post-synthesis simple-gate area fraction is 11.4%.
- Across the routed clock network, the largest skew measured is 0.376 ps.
- TritonCTS built the clock tree.
- The global router's overall resource usage is 2.96%.
- The residual antenna-violating net count after detailed routing is 0.
- In the hold report, the worst path ends at pointer[2].
- The finished layout holds 150 standard cells, fillers aside.
- The leakage power figure is 0.352 nW.
- The biggest cell delay along the critical path is 580 ps.
- Using the TritonRoute via totals, the vias-per-cell ratio works out to 3.20.
- Setup repair after global routing left no endpoint under its margin.
- According to the timing report, the data required time at the worst endpoint equals 2320 ps.
- The cell-mix breakdown from Yosys lists the adder-cell area share as 9.78%.
- The port buffer count is 11.
- The via count of the first global-routing pass came to 482.
- The fraction of synthesized cell area in xor and xnor cells is 1.37%.
- The start point of the critical path is pointer[0].
- The number of filler cells placed in the layout is 600.
- In the finished design, the share of the clock period the worst path needs comes to 81.4%.
- In this run the most critical hold path is launched from pointer[2].
- The maximum frequency from static timing analysis is 424 MHz.
- Of the post-synthesis cell area, the part taken by muxes is 8.22%.
- Compared with the post-synthesis result, the final layout area differs by 38.4%.
- The chip area from the yosys synthesis statistics is 639 um2.
- The number of cells traversed by the worst hold path is 1.
- The count of synthesis-stage warnings from yosys is 1.
- The met1 track utilization from global routing is 4.25%.
- The class of the tightest hold or removal check is reg -> reg.
- The critical path capture point type is a primary output.
- The mean routed wirelength per cell is 9.74 um.
- For this run, the share of the core covered by cells in the final layout is 15.7%.
- In the post-route analysis, the smallest setup slack over all paths is 539 ps.
- The clock buffer count from CTS is 3.
- The overall via count from detail_route is 480.
- The clock insertion delay at the later pin of the skew report is 230 ps.
- The clock tree buffer depth is 2.
- The worst relative slew slack is 76.0%.
- After technology mapping, the gate count stands at 64.
- The register share after synthesis is 47.0%.
- The overall power consumption is 0.421 mW.
- The type of the worst setup path is reg -> out.
- Looking at the post-CTS report, the setup buffer insertion count equals 0.
- The instance area at placement is 840 um2.
- The total die size is 9410 um2.
- The count of instances resized after the clock tree is built is 0.
- The synthesized area per cell is 9.99 um2.
- The report lists the cells along the critical path as mux4_1 > nand2_1 > nand2_1 > clkdlybuf4s50_1.
- The clock-pin transition on the worst setup and hold timing paths is 50 ps.
- The number of cells in Yosys stat is 64.
- The maximum level of the CTS H-tree is 1.
- The footprint of the flip-flops and latches is 300 um2.
- The residual overflow from global routing is 0.
- The final instance area is 885 um2.
- The number of different library cells used by synthesis comes to 16.
- For this block, the initial DRC count from the detailed router was 10.
- In this run the most used layer during global routing was met1.
- The report shows a maximum critical-path fanout of 7.
- For reference, the top logic cell family by area is AND-OR/OR-AND gates.
- In the final report, the number of endpoints failing setup comes to 0.
- The initial antenna violation count is 0.
- Per the synth log, the flip-flop and latch total comes to 11.
- The root buffer selected by CTS is sky130_fd_sc_hd__clkbuf_8.
- The data arrival time at the worst-slack endpoint is 1780 ps.
- The die extent in x is 97 um.
- The number of antenna diodes is 0.
- The reg-to-reg setup timing slack is 820 ps.
- The post-route minimum period is 2360 ps.
- The standard cell core area is 5640 um2.
- Per the summary, power density relative to cell area is 476 nW/um2.
- The synthesized netlist occupies a cell area of 639 um2.
- The global routing report lists met2 layer usage as 4.24%.
- The fraction of final layout cells sized beyond drive strength 1 is 5.13%.
- Logged for this run, the post-placement worst setup slack is 780 ps.
- From bottom edge to top edge, the die measures 97 um.
- The critical path's slowest stage uses the library cell sky130_fd_sc_hd__mux4_1.
- The stage logs contain a warning count of 28.
- The post-CTS hold buffer count recorded in the log is 0.
- IR analysis of the VDD net gives a maximum drop of 188 uV.
- Per the final report, max-transition violations number 0.
- The first-pass GRT wire length is 2390 um.
- The effective utilization at floorplan is 11.3%.
- The detailed-route wire length is 1460 um.
- The clock sink count is 11.
- The multi-input gate area in the final layout is 305 um2.
- Among the stages of the critical path, the cell type that occurs most often is sky130_fd_sc_hd__nand2_1.
- The compound-gate portion of the synthesized area is 17.0%.
- The flow ran to the end, and the final reports show no timing, DRC or antenna violations.
- Global routing consumed, on the met3 layer, 0.716% of the routing resources.
- Entering global routing, the biggest net connects 13 pins.
- The tightest hold path in the finished design has a slack of 556 ps.
- The number of iterations in the first detailed-routing pass is 4.
- The number of top-level pins is 12.
- The total count of hold-check failures in the final report is 0.
- Summed over all failing endpoints, the final setup total negative slack is 0 ps.
- The worst setup path is launched from a flip-flop.
- At the pin with the least slew margin, the transition time is 356 ps.
- In this run the critical register-to-register path is captured at internal[4].
- The launch point of the worst reg-to-reg path is pointer[0].
- In the routed design, unresolved DRC markers number 0.
- The floorplan has 27 rows.
- The total instance count after detailed placement is 146.
- Max-cap violations in this run came to 0.
- In the placement report, post-DP HPWL is listed as 1150 um.
- The number of cells on the worst reg-to-reg path is 6.
==> synth_stat cells (all sizes together) <==
cell type  number  area (um2)
o41ai           1        8.76
o21ai          15        75.1
nor2            3        11.3
inv             7        26.3
ha              5        62.6
mux4            2        52.6
edfxtp          8         240
or4             1        7.51
nand2b          2        12.5
a21o            1        7.51
dfxtp           3        60.1
xnor2           1        8.76
a211o           2        17.5
clkbuf          2        7.51
nand2          11        41.3
==> flip-flops by register name (all words and copies together), names as in the netlist <==
signal    flops
internal      8
pointer       3
==> cell families after synthesis <==
logic type / Yosys count
DFF: 11
and+or+nand+nor: 17
buffers and inverters: 9
xor gates and xnor gates: 1
AOI/OAI and AO/OA: 19
adders and majority gates: 5
muxes: 2
==> cell usage in the layout (no fill, tap or decap), drive strengths merged <==
cell / count
o21ai: 15
ha: 5
o41ai: 1
clkdlybuf4s50: 11
nand2b: 2
nand2: 11
xnor2: 1
mux4: 2
clkbuf: 4
a211o: 2
edfxtp: 8
buf: 1
or4: 1
nor2: 3
a21o: 1
inv: 7
dfxtp: 3
==> power by group <==
part	internal [mW]	switching (mW)
combinational	0.0413	0.0344
clock	0.0961	0.0533
sequential	0.185	0.0111
==> worst max-delay path, delay by kind of cell, from the launching register on <==
| kind | cells | cell delay, ps |
|---|---|---|
| AND/OR/NAND/NOR | 2 | 130 |
| buffers and inverters | 1 | 390 |
| flip-flops | 1 | 450 |
| multiplexers | 1 | 580 |
==> metal layers <==
| metal | up-vias | share of wire (%) |
|---|---|---|
| li1 | 255 | - |
| met1 | 203 | 54 |
| met2 | 18 | 38 |
| met3 | 4 | 4.7 |
| met4 | 0 | 3.3 |
| met5 | - | 0 |
==> how the worst max path moves through the flow <==
stage / end / cells after the start / slack [ps]
finish: out_bit / 4 / 540
CTS: out_bit / 4 / 530
global route: out_bit / 4 / 430
==> layout make-up <==
type	count	share of cell area, %
multi-input cells	44	34.5
flip-flops and latches	11	33.9
repair buffers	12	13.3
well taps	72	10.2
clock buffers	4	5.09
inverters	7	2.97
No activity file was given, so power comes from the tool's default toggle rates.
