--- ./config.mk ---
export PLATFORM = sky130hd
export DESIGN_NAME = fifo
export DESIGN_NICKNAME = fifo
export VERILOG_FILES = /design/flow/design.v
export SDC_FILE = /design/flow/constraint.sdc
export NUM_CORES = 4
export LEC_CHECK = 1
export CORE_UTILIZATION = 30
--- ./constraint.sdc ---
current_design fifo

set clk_period 5.2
set clk_io_pct 0.2

create_clock -name clk0 -period $clk_period [get_ports {in_clock}]

set non_clock_inputs [all_inputs -no_clocks]
set_input_delay [expr $clk_period * $clk_io_pct] -clock clk0 $non_clock_inputs
set_output_delay [expr $clk_period * $clk_io_pct] -clock clk0 [all_outputs]
--- ./design.v ---
module fifo_controller #(
    parameter FIFO_ASIZE = 4
)(
    input wire in_clock,
    input wire in_reset,
    input wire in_take,
    input wire in_put,
    output wire out_empty,
    output wire out_full,
    output wire [FIFO_ASIZE-1:0] out_write_pointer,
    output wire [FIFO_ASIZE-1:0] out_read_pointer
);
    reg [FIFO_ASIZE:0] read_pointer;
    reg [FIFO_ASIZE:0] write_pointer;  
    assign out_write_pointer = write_pointer[FIFO_ASIZE-1:0];
    assign out_read_pointer  = read_pointer[FIFO_ASIZE-1:0];
    assign out_empty = (read_pointer == write_pointer);  
    assign out_full = (read_pointer[FIFO_ASIZE-1:0] == write_pointer[FIFO_ASIZE-1:0])  
                && (read_pointer[FIFO_ASIZE] != write_pointer[FIFO_ASIZE]);
    always @(posedge in_clock) begin
        if (in_reset) begin  
            read_pointer <= 0;
            write_pointer <= 0;
        end
        else begin
            if (out_empty) begin  
                if (in_put && ~in_take) begin
                    write_pointer <= write_pointer + 1;
                end
                else if (in_put && in_take) begin
                    write_pointer <= write_pointer + 1;
                    read_pointer <= read_pointer + 1;
                end
            end
            else if (out_full) begin  
                if (in_take & ~in_put) begin 
                    read_pointer <= read_pointer + 1;
                end
                else if (in_put & in_take) begin
                    write_pointer <= write_pointer + 1;
                    read_pointer <= read_pointer + 1;
                end
            end
            else begin  
                if (in_take) begin
                    read_pointer <= read_pointer + 1;
                end
                if (in_put) begin
                    write_pointer <= write_pointer + 1;
                end
            end
        end
    end
endmodule
module fifo #(
    parameter DATA_WIDTH = 8,
    parameter FIFO_ASIZE = 4
)(
    input wire in_clock,
    input wire in_reset,
    input wire in_take,
    input wire in_put,
    output wire out_empty,
    output wire out_full,
    output wire [DATA_WIDTH-1:0] out_data,
    input wire [DATA_WIDTH-1:0] in_data
);
    wire [FIFO_ASIZE-1:0] write_address;
    wire [FIFO_ASIZE-1:0] read_address;
    fifo_controller controller(
        .in_clock(in_clock),
        .in_reset(in_reset),
        .in_put(in_put),
        .in_take(in_take),
        .out_empty(out_empty),
        .out_full(out_full),
        .out_read_pointer(read_address),
        .out_write_pointer(write_address)
    );
    reg [DATA_WIDTH-1:0] memory [0:(1<<FIFO_ASIZE)-1];
    reg [DATA_WIDTH-1:0] data;
    assign out_data = data;
    always @(posedge in_clock) begin
        if (in_reset) begin
            data <= 0;
        end
        else if (in_take && ~out_empty) begin
            data <= memory[read_address];
        end
        else begin
            data <= data;
        end
        if (in_put && ~out_full) begin
            memory[write_address] <= in_data;
        end
    end
endmodule
--- ./run.sh ---
#!/bin/bash
# OpenROAD 26Q1-2900-gdf79404cd8, Yosys 0.63+post, stock flow scripts
make -C /OpenROAD-flow-scripts/flow DESIGN_CONFIG=/design/flow/config.mk WORK_HOME=/design/flow/orfs finish
==> Slide: Implementation Results <==
Key Metrics from the Run

Power and ir drop
  • Sw frac: 21.4%
  • PD cells: 393 nW/um^2
  • Power share of the sequential group: 47.9%
  • LEAKAGE: 2.25 nW
  • Comb pwr share: 9.5%
  • Net switching power: 0.589 mW
  • Worst vdd ir: 0.211 mV
  • Power share of the clock group: 42.6%
  • Internal Pwr Total: 2.16 mW

Yosys
  • Syn_area_per_cell: 17.8 um^2
  • Yosys reg bits: 146
  • Synth async-reset ratio: 0%
  • Synth warnings: 2
  • Syn Inst Count: 334
  • Dominant register cell: edfxtp_1
  • Synthesis area per yosys: 5940 um^2
  • Cell Area, Synth: 5940 um^2
  • Distinct lib cells: 39
  • Dominant cell area share: 64.7%
  • Yosys Instances: 334
  • Seq share, synth: 70.8%
  • Top-count cell post-synth: edfxtp_1
  • Area contributors post-synth: edfxtp_1 65%, mux4_1 6.2%, dfxtp_1 6.1%, mux4_2 3.8%, mux2_2 3.0%
  • Top cells by count: 128 x edfxtp_1, 19 x nor2_1, 18 x dfxtp_1
  • Flip-flops with a built-in enable: 128
  • Cell taking the most area after synthesis: edfxtp_1

Run status
  • Outcome: finished, final reports clean

Floorplan
  • Die X: 143 um
  • Chip Area: 20400 um^2
  • I/O pins: 22
  • Core Box Area: 19500 um^2
  • Die Span Y: 143 um
  • Row count: 51
  • Initial core utilization: 30.5%

Final timing
  • Slew Limit Fails: 0
  • Final hold vios: 0
  • # setup viols final: 0
  • Slew margin rel.: 37.9%
  • Clk_skew: 8.19 ps
  • Worst Max-Slew Pin Slew: 930 ps
  • Maximum clock rate: 287 MHz
  • Post-route setup TNS: 0 ps
  • RSZ-0062 raised after global routing: false
  • Cycle use final: 67.0%
  • Crit path time final: 3480 ps

Clocking
  • Skew-Pair Late Insertion Delay: 420 ps
  • H-tree depth: 4
  • CTS tree: built
  • Post-CTS resize count: 0
  • Number of post-CTS setup repair buffers: 0
  • CTS Sinks: 146
  • TritonCTS Buffers: 17
  • Root buf cell: clkbuf_16
  • Hold-fix buffers at CTS: 0
  • CTS clk-pin slew, worst paths: 60 ps
  • Deepest clock path buffer count: 2

Critical path
  • Crit path DAT: 2440 ps
  • Worst Path Required: 4160 ps
  • Critical Path Start Type: register
  • RR Startpoint: controller.read_pointer[2]$_SDFFE_PP0P_
  • Crit-path max FO: 52
  • Kind of end point of the critical path: output pin
  • Reg2reg setup slack: 2410 ps
  • Worst r2r path cells: 6
  • RR Endpoint: memory[9][7]$_DFFE_PP_
  • Crit Path Class: register to output pin

Worst hold path
  • Worst hold path class: register to register
  • Cell count of the worst hold path: 2
  • WHS Endpoint: data[7]$_SDFFE_PP0P_
  • Hold Path Origin: data[7]$_SDFFE_PP0P_

Final layout
  • Final Cell Area: 7010 um^2
  • Share of cells above drive strength 1: 17.6%
  • Final Util: 36.0%
  • Area Growth Syn to Fin: 18.0%
  • Fill count: 1767

Detailed routing
  • Vias/cell: 4.76
  • Inserted Diodes: 0
  • Starting DRT DRC Count: 205
  • Detailed-router iteration count before antenna repair: 5
  • Vias: 3044
  • Antenna Nets Post-Route: 0
  • Final routed DRC violation total: 0
  • Final WL: 11.6 mm
  • Routed WL per cell: 18.1 um

GRT
  • First-pass GRT wire length: 18.1 mm
  • Initial antenna violation count: 0
  • Vias in the first global route: 3260
  • Grt ovf: 0
  • Largest net degree at the start of global routing: 53
  • GRT Util Overall: 12.8%

Flow run
  • OpenROAD warning count: 28
  • Max Cap Violations: 0

Placed design
  • I/O Buffers: 21
  • Post-DP HPWL: 7.18 mm
  • RePlAce Congestion: 0.786
  • Placed inst area: 6430 um^2
metal layers:
layer	routed length [um]	GRT usage, %
met1	4870	16.9
met2	5230	19.0
met3	1400	8.50
met4	91	1.08
met5	0	0
layout by cell type (no fill, tap or decap), types with 3 or more instances in the layout:
master           instances
a211oi_1                16
and3_1                  12
buf_4                    6
bufinv_16                3
clkbuf_16               17
clkdlybuf4s50_1         21
clkinv_1                 4
clkinv_2                 7
dfxtp_1                 17
edfxtp_1               128
ha_1                     5
mux2_2                  16
mux4_1                  14
mux4_2                  10
nand2_1                  3
nor2_1                  19
nor2b_1                 10
nor3_1                  16
o21ai_0                  3
o22ai_1                  8
xnor2_1                  6
xor2_1                   5
registers in the layout (all words and copies together), names as in the netlist:
register / cells
memory: 128
data: 8
controller.read_pointer: 5
controller.write_pointer: 5
power by group through the flow:
stage / sequential (mW) / clock, mW / combinational (mW)
4_1_cts: 1.32 / 1.19 / 0.265
5_1_grt: 1.32 / 1.25 / 0.291
6_report: 1.32 / 1.17 / 0.261
stage by stage:
stage,std cells,setup WS [ps],power (mW),hold slack [ps]
final,640,1720,2.75,491
after global routing,640,1520,2.86,511
after CTS,640,1680,2.78,495
after detailed placement,608,1970,1.60,484
after global placement,608,2020,1.60,483
after floorplan,334,2630,1.50,454
cell type report:
class	count	area, um^2	area share (%)
clock buffers	17	425	6.07
well taps	265	332	4.73
flip-flops and latches	146	4210	60.0
clock inverters	15	148	2.11
inverters	2	7.51	0.107
repair buffers	27	255	3.64
multi-input cells	168	1640	23.3
worst max path at each step:
| stage | from | to | slack, ps | cells after the start |
|---|---|---|---|---|
| 6_report | controller.read_pointer[2]$_SDFFE_PP0P_ | out_full | 1720 | 5 |
| 5_1_grt | controller.read_pointer[3]$_SDFFE_PP0P_ | out_full | 1520 | 4 |
| 4_1_cts | controller.read_pointer[2]$_SDFFE_PP0P_ | out_full | 1680 | 5 |
logic make-up after synthesis:
| kind of cell | synth area share [%] |
|---|---|
| DFF | 70.8 |
| and+or+nand+nor | 6.72 |
| muxes | 13.4 |
| AOI/OAI and AO/OA | 4.57 |
| buffers and inverters | 1.92 |
| xor gates and xnor gates | 1.62 |
| adders and majority gates | 1.05 |
worst max-delay path, cell delays in order, from the launching register on:
cell,delay (ps)
dfxtp_2,310
buf_4,500
xnor2_1,200
nand4_2,290
nor2_1,220
clkdlybuf4s50_1,490
Power is estimated from default activity; no workload was simulated.
